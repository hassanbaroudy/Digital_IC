--- flow/run.sh ---
#!/bin/bash
# OpenROAD 26Q1-2900-gdf79404cd8, Yosys 0.63+post, stock flow scripts
make -C /OpenROAD-flow-scripts/flow DESIGN_CONFIG=/design/flow/config.mk WORK_HOME=/design/flow/orfs finish
--- flow/config.mk ---
export PLATFORM = sky130hd
export DESIGN_NAME = Top_UART
export DESIGN_NICKNAME = Top_UART
export VERILOG_FILES = /design/flow/design.v
export SDC_FILE = /design/flow/constraint.sdc
export NUM_CORES = 4
export LEC_CHECK = 1
export CORE_AREA = 10 10 82 82
export DIE_AREA = 0 0 92 92
--- flow/constraint.sdc ---
current_design Top_UART

set clk_period 3.6
set clk_io_pct 0.2

create_clock -name clk0 -period $clk_period [get_ports {Clk}]

set non_clock_inputs [all_inputs -no_clocks]
set_input_delay [expr $clk_period * $clk_io_pct] -clock clk0 $non_clock_inputs
set_output_delay [expr $clk_period * $clk_io_pct] -clock clk0 [all_outputs]
--- flow/design.v ---
module FSM (
input          D_Valid,
input              Clk,
input            Reset,
input     Serial_frame,
input        Parity_EN,
input       Parity_out,
input           finish,
output   reg     busy, 
output   reg  activate,
output   reg  Serial_Data
);
wire Start_bit;
wire Stop_bit;
assign Start_bit = 1'b0;
assign Stop_bit = 1'b1;
localparam IDLE           = 3'b000;
localparam START          = 3'b001;
localparam SERIALIZATION  = 3'b011;
localparam PARITY         = 3'b010;
localparam STOP           = 3'b110;
reg [2:0] current_state,
             next_state;
always @ (posedge Clk or negedge Reset)
  begin
    if (!Reset)
      begin
        current_state <= IDLE;
      end
    else
      begin
        current_state <= next_state;
      end
  end
always @(*)
  begin
    case(current_state)
	  IDLE :   begin
	              if(!D_Valid)
			  begin
			     next_state = IDLE;
			     activate = 1'b0;
			     busy = 1'b0;
	                   end
		     else
			  begin
		             next_state = START;
		         end
		   end
	  START :  begin
	               Serial_Data = Start_bit ;	
		       activate = 1'b1;
		       busy = 1'b1;
		       next_state = SERIALIZATION ;
                   end
	  SERIALIZATION : begin
	                    if(!finish)
			       begin
				 activate = 1'b1;
				 busy = 1'b1;
			         Serial_Data = Serial_frame;
				 next_state = current_state;
			       end
			   else
			     begin
				  activate = 1'b0;
				  busy = 1'b1;
				  next_state = PARITY;
			     end
			  end
	  PARITY :  begin
	               if(!Parity_EN)
		           begin
			      busy = 1'b1;
			      activate = 1'b0;
			      next_state = STOP;
			   end
			else
                          begin
				 Serial_Data = Parity_out;
				 busy = 1'b1;
				 activate = 1'b0;
				 next_state = STOP;
                          end					 
	            end
	  STOP  :  begin
	                 Serial_Data = Stop_bit ;
			 busy = 1'b1;
			 activate = 1'b0;
			 next_state = IDLE;
	           end
	  default : begin
	              Serial_Data = 1'b1;
		      busy = 1'b1;
		      activate = 1'b0;
		      next_state = IDLE;
		   end
  endcase
end
endmodule   
module Parity #(parameter P_Data_Width = 8) (
input    [P_Data_Width-1:0] P_Data,
input                   Parity_TYP,
output        reg       Parity_out
);
wire                    Even_parity;
wire                     Odd_parity;
wire                       Even,Odd;
assign Even = 1'b0;
assign Odd = 1'b1;
assign Even_parity = (^P_Data);
assign Odd_parity  = ~(^P_Data); 
always @(*)
  begin
    if(Parity_TYP == Even)
	  begin
	    Parity_out = Even_parity;
	  end
	else 
	  begin
	    Parity_out = Odd_parity;
	  end
  end
endmodule
module Serializer #(parameter P_Data_Width = 8) (
input [P_Data_Width-1:0] P_Data,
input                  activate,
input                     Reset,
input                       Clk,
output   reg             finish,
output  reg        Serial_frame
);
reg [P_Data_Width-1:0] P_Data_reg ;
reg [3:0] counter ;
always @(posedge Clk or negedge Reset)
  begin 
    if(!Reset)
      begin
	    P_Data_reg <= 8'b0;
	    counter <= 4'b0000;
            finish <= 1'b0;
      end
    else if((activate) && (counter == 4'b0000))
      begin
        P_Data_reg <= P_Data ;
        Serial_frame <= P_Data_reg[0];
	counter <= counter + 4'b0001;
        finish <= 1'b0;
      end	
    else if((counter != 4'b0000) && (counter != 4'b1000))	  
	  begin
	     Serial_frame <= P_Data_reg[0];
             P_Data_reg <= P_Data_reg >> 1;
	     counter <= counter + 4'b0001;
             finish <= 1'b0;
	  end
     else 
	  begin
	    finish <= 1'b1;
	    counter <= 4'b0000;
	  end  
  end
endmodule
module Top_UART #(parameter P_Data_Width = 8) (
input [P_Data_Width-1:0] P_Data,
input                   D_Valid,
input                       Clk,
input                     Reset,
input                 Parity_EN,
input                Parity_TYP,
output                     busy,
output              Serial_Data 
);
wire  Serial_frame;
wire  finish;
wire  activate;
wire  Parity_out;
Serializer #(.P_Data_Width(8)) UART_Serializer(
.P_Data(P_Data),
.activate(activate),
.Reset(Reset),
.Clk(Clk),
.finish(finish),
.Serial_frame(Serial_frame)
);
Parity #(.P_Data_Width(8)) UART_Parity(
.P_Data(P_Data),
.Parity_TYP(Parity_TYP),
.Parity_out(Parity_out)
);
FSM UART_FSM (
.D_Valid(D_Valid),
.Clk(Clk),
.Reset(Reset),
.Serial_frame(Serial_frame),
.Parity_EN(Parity_EN),
.Parity_out(Parity_out),
.finish(finish),
.busy(busy),
.activate(activate),
.Serial_Data(Serial_Data)
);
endmodule
==> impl_metrics.ini <==
; synthesis and place-and-route metrics
[yosys]
edf_count = 1
top_area_frac = 0.456
yosysCellCount = 80
synthTopCellsByArea = dfrtp_1, mux2i_1, xnor2_1
ys_warn_count = 3
syn_inst = 80
ys.flop_type = dfrtp_1
yosys-top-cells-count = dfrtp_1, mux2i_1, nand2_1, xnor2_1
async_flop_share = 0.818
yosys.cell_count.top_type = dfrtp_1
syn_avg_cell_area_um2 = 11.7
ys_types = 26
synth_area_um2 = 932
yosys-stat-area_um2 = 932
ys.flops = 22
top_area_cell = dfrtp_1

[route]
antenna_cells = 0
drt-total-wl_um = 1650
avgRoutedWirePerCell_um = 9.88
dr_total_vias = 598
ant_nets = 0
drtIter0Drc = 44
drc = 0
viasPerCell = 3.58
drtPass1Iterations = 4

[pwr]
p_leak_nw = 0.581
clkPwrFrac = 0.215
peakVddDrop_uv = 186
p_sw_frac = 0.307
pwr-share-seq = 0.495
p_comb_frac = 0.290
power-per-cell-area_nw_per_um2 = 552
switching_power_w = 0.000204
p_int_w = 0.000461

[setup_path]
arrival_ns = 1.64
cp_cell_sequence = inv_1, ha_1, nand2b_1, nor2b_1, nor2b_1
cpMaxStageDelayCell = dfrtp_1
worst-setup-path-type = reg -> reg
cpMostUsedCell = nor2b_1
slowest_delay_ns = 0.39
worstPathMaxFanout = 16
crit_family = simple AND/OR/NAND/NOR gates
cp_num_buf_inv = 1
critPathCaptureType = flop
start_kind = flop
required_ns = 3.57

[flow_run]
maxCapViolCount = 0
warnings = 26

[floorplan]
chipArea_um2 = 8460
floorplan.core_util = 0.184
core_area_um2 = 5070
rows = 26
die_height_um = 92
fp.dieW_um = 92
ios = 15

[clock_network]
cts.clk_slew.worst_paths_ns = 0.07
hold_buffers = 0
post_cts_buffers = 0
cts_tree = built
cts-root-buf = clkbuf_8
cts_resized = 0
htree_levels = 1
clk_latency_ns = 0.25
clockBufferDepth = 2
cts_buffers = 3

[timing]
tightest_slew_ns = 0.542
finalMaxSlewViolations = 0
rsz0062_at_grt = false
untimed_endpoints = 5
setup_viol = 0
unclocked_pins = 3
timing.final.crit_period_ns = 1.67
fin_hold_ws_ns = 0.436
finalHoldViolCount = 0
clock_skew_ns = 0.00266
relSlewSlack = 0.639
fmaxAchievable_ghz = 0.597
setup_tns_ns = 0
fin_crit_sh = 0.465

[global_routing]
grt_usage = 0.0415
grt_pass1_vias = 633
grt_pass1_wl_um = 2950
grt_overflow = 0
antenna_found_initial = 0
grt_max_degree = 20

[final_layout]
syn_to_final_growth_pct = 29.3
largest_register_ffs = 8
drive_gt1_frac = 0.0722
final_cells = 167

[placement]
portBuffers = 14
place_inst = 163
dp_hpwl_um = 1290
routabilityCongestion = 0.745

[status]
status = finished, final reports clean

[min_path]
hold_path.class = reg -> reg
==> kinds of logic after synthesis <==
family	share of synthesized area
flip-flops	0.517
AND/OR/NAND/NOR	0.0939
AND-OR/OR-AND	0.0913
XOR/XNOR	0.107
multiplexers	0.0859
buffers and inverters	0.0295
latches	0.0483
adder cells (fa/ha/maj)	0.0268
==> per-layer routing <==
metal  share of wire  GRT usage  vias to the layer above  routed length, um
li1                -          -                      296                  -
met1            0.49     0.0575                      284                808
met2            0.41     0.0588                       14                678
met3           0.083     0.0189                        4                137
met4           0.015    0.00771                        0                 25
met5               0          0                        -                  0
==> layout by cell type (no fill, tap or decap) <==
cell	Yosys	layout
nand2_1	8	8
xnor2_1	6	6
ha_1	2	2
nor3_1	1	1
o21ai_0	5	5
mux2i_1	8	8
xnor2_2	1	1
o21bai_1	1	1
nand2b_1	2	2
dfrtp_1	17	17
dfstp_2	1	1
a221o_1	1	1
clkdlybuf4s50_1	0	14
a211o_1	1	1
edfxtp_1	1	1
xor2_1	1	1
clkbuf_8	0	3
buf_4	0	1
clkinv_2	0	1
a22o_1	1	1
dlxtn_1	3	3
xnor3_1	1	1
nor2_1	4	4
and2_1	2	2
a21o_1	2	2
nor2b_1	2	2
inv_1	5	5
o21ai_1	2	2
==> metrics by stage <==
step	setup WS [ns]	power, W	cell area [um^2]	utilization
6_report	1.93	0.000665	1200	0.237
5_1_grt	1.77	0.000723	1200	0.237
4_1_cts	1.93	0.000675	1200	0.237
3_5_place_dp	1.68	0.000526	1160	0.228
3_3_place_gp	1.69	0.000515	1160	0.228
2_1_floorplan	2.33	0.000470	932	-
==> layout make-up <==
| cell class | count | area (um^2) |
|---|---|---|
| clock inverter | 1 | 5.00 |
| timing repair buffer | 15 | 148 |
| fill | 539 | 3870 |
| sequential | 22 | 527 |
| tap | 70 | 87.6 |
| inverter | 5 | 18.8 |
| clock buffer | 3 | 41.3 |
| multi-input combinational | 51 | 378 |
==> power groups by stage <==
| stage | registers (W) | clock network [W] | logic (W) |
|---|---|---|---|
| final | 0.000329 | 0.000143 | 0.000193 |
| after global routing | 0.000339 | 0.000159 | 0.000225 |
| after CTS | 0.000329 | 0.000149 | 0.000196 |
==> worst paths after layout <==
check | from | end | slack, ns | cells after the start
max reg2reg | UART_Serializer.counter[0] | UART_Serializer.Serial_frame | 1.93 | 5
max | UART_Serializer.counter[0] | UART_Serializer.Serial_frame | 1.93 | 5
min in group asynchronous | Reset | UART_FSM.current_state[2] | 0.81 | 2
min | UART_FSM.current_state[1] | UART_FSM.current_state[2] | 0.44 | 0
min reg2reg | UART_FSM.current_state[1] | UART_FSM.current_state[2] | 0.44 | 0
max in group asynchronous | Reset | UART_FSM.current_state[0] | 2.54 | 2
No activity file was given, so power comes from the tool's default toggle rates.
