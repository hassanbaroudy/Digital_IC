## design/flow/constraint.sdc

```tcl
current_design AGDC

set clk_period 1.1
set clk_io_pct 0.2

create_clock -name clk0 -period $clk_period [get_ports {clk}]

set non_clock_inputs [all_inputs -no_clocks]
set_input_delay [expr $clk_period * $clk_io_pct] -clock clk0 $non_clock_inputs
set_output_delay [expr $clk_period * $clk_io_pct] -clock clk0 [all_outputs]
```

## design/flow/run.sh

```bash
#!/bin/bash
# OpenROAD 26Q1-2900-gdf79404cd8, Yosys 0.63+post, stock flow scripts
make -C /OpenROAD-flow-scripts/flow DESIGN_CONFIG=/design/flow/config.mk WORK_HOME=/design/flow/orfs finish
```

## design/flow/config.mk

```make
export PLATFORM = sky130hd
export DESIGN_NAME = AGDC
export DESIGN_NICKNAME = AGDC
export VERILOG_FILES = /design/flow/design.v
export SDC_FILE = /design/flow/constraint.sdc
export NUM_CORES = 4
export LEC_CHECK = 1
export CORE_AREA = 10 10 70 70
export DIE_AREA = 0 0 80 80
```

## design/flow/design.v

```verilog
module AGDC(
input  wire        Activate , UP_Max , DN_Max ,
input  wire        rst,
input  wire        clk,
output reg         UP_M,
output reg         DN_M
);
localparam  [1:0]    IDLE = 2'b00,
                     Mv_Up = 2'b01,
		             Mv_Dn = 2'b10;
reg    [1:0]         current_state,
                     next_state ;
always @(posedge clk or negedge rst)
 begin
  if(!rst)
   begin
     current_state <= IDLE ;
   end
  else
   begin
     current_state <= next_state ;
   end
 end
 always @(*)
  begin
    case(current_state)
	IDLE   :begin
	        if(!Activate)
                    next_state = IDLE ;
		else if(Activate && DN_Max == 1 && UP_Max == 0)
                    next_state = Mv_Up ;
                else if(Activate && DN_Max == 0 && UP_Max == 1)				
                    next_state = Mv_Dn ;
		 else
	            next_state = IDLE ;
                end
	Mv_Up  :begin
	        if(UP_Max)
                    next_state = IDLE;	
		else
		    next_state = Mv_Up;
		end
        Mv_Dn  :begin
	        if(DN_Max)
                    next_state = IDLE;	
		else
		    next_state = Mv_Dn;
		end	
	default :  next_state = IDLE ;		 
  endcase
end	
always @(*)
  begin
    case(current_state)
	IDLE   :begin
	        UP_M =0;
		DN_M =0;
	        end
	Mv_Up  :begin
	        UP_M =1;
		DN_M =0;
	        end
	Mv_Dn  :begin
	        UP_M =0;
		DN_M =1;
	       end
	default  :begin
	           UP_M =0;
	           DN_M =0;
	          end
    endcase
  end
endmodule
```

==> out/metrics.csv <==
metric;value;unit
run status;completed;
pin count of the biggest net entering global routing;6;
maximum vdd drop;0.203;mV
Core ar.;0.00342;mm2
flop and latch count out of synthesis;3;
Worst Setup End Kind;output pin;
critical path arrival;830;ps
H-tree depth;1;
RSZ-0062 raised after global routing;no;
crit-path leading delay family;flip-flops;
Tool Warnings;25;
drt pass-1 iters;3;
Fmax;0.955;GHz
setup slack after layout;52.4;ps
Detailed Route Iter0 Violations;14;
CTS buffer count;3;
Slew Viols, Final;0;
CP Cell Sequence;dlygate4sd2_1;
CTS Root Cell;clkbuf_4;
drt wl/cell;5.94;um
Worst EP required;880;ps
slowest stage delay, CP;360;ps
Final Instance Area;282;um2
Fin. Hold Viols;0;
total track usage;1.44;%
# rows;21;
CTS tree;built;
initial antenna violation count;1;
P_leak;0.111;nW
peak fanout along the critical path;2;
worst rel slew slack;88.8;%
die height;80;um
Avg Cell Area, Syn;10.2;um2
DR vias/cell;1.85;
Longest Clk Path Bufs;2;
CTS Sinks;3;
DR vias;131;
Fin Hold WS;173;ps
cell area after synthesis;123;um2
final setup fails;0;
Post-Synthesis Cells;12;
Setup Slack @ Placement;-60.0;ps
Hold WC Path Type;in -> async;
Power Density;1150;mW/mm2
# Cells Yosys;12;
kind of critical path;reg -> out;
vias in the first global route;124;
sequential share of the synthesized area;62.2;%
total gr overflow;0;
biggest regs;current_state (3);
I/O pins;7;
fin crit period;1050;ps
first-pass GRT wire length;634;um
number of remaining DRC errors;0;
Routed WL;422;um
die width;80;um
yosys synthesis chip area;123;um2
Layout area overhead;130;%
Least-Margin Pin Slew;168;ps
period utilization;95.2;%
PortBufs;6;
Placer Congestion;0.644;
Most flops, register;current_state;
layout cells sized above 1;25.0;%
Final ANT Viol Nets;0;
max reg flops;3;
Worst-Skew Late Latency;230;ps
max_cap viols;0;
Yosys warnings;1;
CP bufs+invs;1;
clk_skew;0.401;ps
Clk pin slew, worst setup/hold paths;40;ps
dpl cell area;240;um2
Die Area;0.00640;mm2
Final TNS setup;0;ps
cts hold-fix bufs;0;
slowest CP cell;dfrtp_1;
fp util;3.59;%
startpoint types;flip-flop;
total power;0.324;mW
Yosys cell types;8;
cell type report:
type | count | area, um2
fillers | 408 | 3130
well taps | 46 | 57.6
diodes | 1 | 2.50
flip-flops and latches | 3 | 76.3
inverters | 1 | 3.75
clock buffers | 4 | 26.3
repair buffers | 8 | 72.6
multi-input cells | 8 | 42.5
where the power goes:
group | switching, mW | internal (mW)
logic | 0.00859 | 0.0138
clock network | 0.0544 | 0.136
registers | 0 | 0.111
synthesized netlist by cell type:
library cell	count	area, um2
o21ai_1	2	10.0
dfstp_2	1	26.3
inv_1	1	3.75
a21oi_1	1	5.00
nor2_1	2	7.51
a31oi_1	2	12.5
dfrtp_1	2	50.1
a22oi_1	1	7.51
routing by layer:
layer | vias up | share of wire [%] | wire, um | GRT usage (%)
met5 | - | 0 | 0 | 0
met4 | 0 | 0 | 0 | 0.176
met3 | 0 | 23 | 96 | 2.39
met2 | 7 | 36 | 154 | 1.28
met1 | 52 | 40 | 170 | 1.60
li1 | 72 | - | - | -
cell families (layout without fill, tap and decap cells):
| logic type | count (synthesis) | in the layout | synth area share (%) |
|---|---|---|---|
| AND/OR/NAND/NOR | 2 | 2 | 6.12 |
| flip-flops | 3 | 3 | 62.3 |
| buffers and inverters | 1 | 13 | 3.06 |
| other | 0 | 1 | 0 |
| AND-OR/OR-AND | 6 | 6 | 28.6 |
through the flow:
step | utilization (%) | std cells
floorplan | - | 12
global route | 8.24 | 71
global placement | 7.03 | 64
detailed placement | 7.03 | 64
finish | 8.24 | 71
CTS | 8.17 | 70
cell usage in the layout (no fill, tap or decap), drive strengths merged:
cell           n
clkdlybuf4s50  4
o21ai          2
a22oi          1
buf            2
a21oi          1
dfrtp          2
nor2           2
inv            1
diode          1
a31oi          2
clkbuf         4
dlygate4sd2    2
dfstp          1
final timing paths:
kind | endpoint | startpoint | slack, ps | cells past startpoint
worst max-delay path | UP_M | current_state[2] | 50 | 1
worst min-delay path | current_state[1] | rst | 170 | 1
worst max register to register | current_state[0] | current_state[2] | 260 | 3
worst min register to register | current_state[0] | current_state[0] | 580 | 2
max in group asynchronous | current_state[0] | rst | 710 | 1
min in group clk0 | current_state[0] | current_state[0] | 580 | 2
repair_timing:
item	in CTS	in global routing
buffers inserted	2	0
resized	2	0
setup endpoints to repair	2	0
Power is estimated from default activity; no workload was simulated.
