## /design/flow/run.sh

```bash
#!/bin/bash
# OpenROAD 26Q1-2900-gdf79404cd8, Yosys 0.63+post, stock flow scripts
make -C /OpenROAD-flow-scripts/flow DESIGN_CONFIG=/design/flow/config.mk WORK_HOME=/design/flow/orfs finish
```

## /design/flow/config.mk

```make
export PLATFORM = sky130hd
export DESIGN_NAME = Clk_divider
export DESIGN_NICKNAME = Clk_divider
export VERILOG_FILES = /design/flow/design.v
export SDC_FILE = /design/flow/constraint.sdc
export NUM_CORES = 4
export LEC_CHECK = 1
export CORE_AREA = 10 10 70 70
export DIE_AREA = 0 0 80 80
```

## /design/flow/constraint.sdc

```tcl
current_design Clk_divider

set clk_period 2.0
set clk_io_pct 0.2

create_clock -name clk0 -period $clk_period [get_ports {ref_clk}]

set non_clock_inputs [all_inputs -no_clocks]
set_input_delay [expr $clk_period * $clk_io_pct] -clock clk0 $non_clock_inputs
set_output_delay [expr $clk_period * $clk_io_pct] -clock clk0 [all_outputs]
```

## /design/flow/design.v

```verilog
module Clk_divider #(parameter Div_ratio_width = 4)
(
input wire                        ref_clk,
input wire                        reset,
input wire                        enable,
input wire  [Div_ratio_width-1:0] division_ratio,
output reg                       divided_clk
);
reg  [Div_ratio_width-1:0]      counter;
wire                             is_odd;
wire [Div_ratio_width-1:0]   half_ratio;
assign is_odd = division_ratio[0];
assign half_ratio = division_ratio>>1;
always @(posedge ref_clk or negedge reset)
  begin
    if(!reset)
	  begin
	    divided_clk <= 1'b0;
        counter <= 'b0;
	  end
	else if(!enable)
	  begin
	    divided_clk <= ref_clk;
	    counter <= 'b0;
      end
	else if(is_odd)  
      begin
	    if(((divided_clk) & counter == half_ratio+1) | ((~divided_clk) & counter == half_ratio))
		  begin
		    divided_clk <= ~divided_clk;
			counter <= 'b1;                
		  end
		else
		  begin
		    divided_clk <= divided_clk;
			counter <= counter + 'b1;
		  end
 	  end
	else
	  begin
	    if(counter == half_ratio)
		  begin
		    divided_clk <= ~divided_clk;
			counter <= 'b1;
		  end
		else
		  begin
		    divided_clk <= divided_clk;
			counter <= counter + 'b1;
		  end
      end
  end
  always @(negedge ref_clk)
    begin
	  if(!(enable))
	    begin
		  divided_clk <= ref_clk;
	    end
	  else
	    begin
		  divided_clk <= divided_clk;
		end
	end
endmodule
```

==> flow_summary.ini <==
; physical design summary
[logic_synthesis]
yosys_cells = 36
ys_chip_area_um2 = 371.6
numSynthFlops = 6
ys_seq_share_pct = 41.75
netlist-cell-type-count = 22
ys_warn_count = 1

[outcome]
tool.error = ERROR: Found 1 problems in 'check -assert'.
haltStage = 1_2_yosys
status = did not finish
-- cell usage after synthesis (all sizes together) --
cell	count	area [um^2]
dfrtp	5	125.1
xor2	5	43.79
o21ai	3	15.01
ha	2	25.02
inv	2	7.510
nand3	2	10.01
nor3	2	10.01
xnor2	2	17.52
a21bo	1	10.01
a21oi	1	5.000
and2	1	6.260
edfxtp	1	30.03
nand2	1	3.750
nand3b	1	7.510
nand4	1	6.260
nor3b	1	7.510
o211ai	1	7.510
o21a	1	7.510
o31a	1	8.760
or3	1	6.260
or4	1	11.26
-- cells by family after synthesis --
family / share of synthesized area (%)
xor+xnor: 16.50
fa+ha+maj: 6.733
flops: 41.75
simple gates: 18.52
buf+inv: 2.021
compound gates: 14.48
